## /design/flow/config.mk

```make
export PLATFORM = sky130hd
export DESIGN_NAME = controller
export DESIGN_NICKNAME = controller
export VERILOG_FILES = /design/flow/design.v
export SDC_FILE = /design/flow/constraint.sdc
export NUM_CORES = 4
export LEC_CHECK = 1
export CORE_AREA = 10 10 70 70
export DIE_AREA = 0 0 80 80
```

## /design/flow/constraint.sdc

```tcl
current_design controller

set clk_period 1.7
set clk_io_pct 0.2

create_clock -name clk0 -period $clk_period [get_ports {clk}]

set non_clock_inputs [all_inputs -no_clocks]
set_input_delay [expr $clk_period * $clk_io_pct] -clock clk0 $non_clock_inputs
set_output_delay [expr $clk_period * $clk_io_pct] -clock clk0 [all_outputs]
```

## /design/flow/design.v

```verilog
module aludec(input logic [5:0] funct, input logic [1:0] aluop, output logic [2:0] alucontrol);
 always_comb
    case(aluop)
        2'b00: alucontrol <= 3'b010;  
        2'b01: alucontrol <= 3'b110;  
        default: case(funct)  
                 6'b100000: alucontrol <= 3'b010;  
                 6'b100010: alucontrol <= 3'b110;  
                 6'b100100: alucontrol <= 3'b000;  
                 6'b100101: alucontrol <= 3'b001;  
                 6'b101010: alucontrol <= 3'b111;  
                    default: alucontrol <= 3'bxxx;  
                 endcase
    endcase
endmodule
module controller(input logic clk, reset,
                  input logic [5:0] op, funct,
                  input logic zero,
                  output logic pcen, memwrite, irwrite, regwrite,
                  output logic alusrca, iord, memtoreg, regdst,
                  output logic [1:0] alusrcb, pcsrc,
                  output logic [2:0] alucontrol);  
 logic [1:0] aluop;      
 logic       branch, pcwrite;
 maindec md(clk, reset, op, pcwrite, memwrite, irwrite, regwrite, alusrca, branch, iord, memtoreg, regdst, alusrcb, pcsrc, aluop);
 aludec ad(funct, aluop, alucontrol);
 assign pcen = pcwrite | (branch & zero);
endmodule
module maindec(input  logic       clk, reset, 
               input  logic [5:0] op, 
               output logic       pcwrite, memwrite, irwrite, regwrite,
               output logic       alusrca, branch, iord, memtoreg, regdst,
               output logic [1:0] alusrcb, pcsrc,
               output logic [1:0] aluop);
  parameter   FETCH   = 4'b0000;     
  parameter   DECODE  = 4'b0001;     
  parameter   MEMADR  = 4'b0010;	 
  parameter   MEMRD   = 4'b0011;	 
  parameter   MEMWB   = 4'b0100;	 
  parameter   MEMWR   = 4'b0101;	 
  parameter   RTYPEEX = 4'b0110;	 
  parameter   RTYPEWB = 4'b0111;	 
  parameter   BEQEX   = 4'b1000;	 
  parameter   ADDIEX  = 4'b1001;	 
  parameter   ADDIWB  = 4'b1010;	 
  parameter   JEX     = 4'b1011;	 
  parameter   LW      = 6'b100011;	 
  parameter   SW      = 6'b101011;	 
  parameter   RTYPE   = 6'b000000;	 
  parameter   BEQ     = 6'b000100;	 
  parameter   ADDI    = 6'b001000;	 
  parameter   J       = 6'b000010;	 
  logic [3:0]  state, nextstate;
  logic [14:0] controls;
  always_ff @(posedge clk or posedge reset)			
    if(reset) state <= FETCH;
    else state <= nextstate;
  always_comb
    case(state)
      FETCH:   nextstate <= DECODE;
      DECODE:  case(op)
                 LW:      nextstate <= MEMADR;
                 SW:      nextstate <= MEMADR;
                 RTYPE:   nextstate <= RTYPEEX;
                 BEQ:     nextstate <= BEQEX;
                 ADDI:    nextstate <= ADDIEX;
                 J:       nextstate <= JEX;
                 default: nextstate <= 4'bx;  
               endcase
      MEMADR: case(op)
                 LW:      nextstate <= MEMRD;
                 SW:      nextstate <= MEMWR;
                 default: nextstate <= 4'bx;
               endcase
      MEMRD:   nextstate <= MEMWB;
      MEMWB:   nextstate <= FETCH;
      MEMWR:   nextstate <= FETCH;
      RTYPEEX: nextstate <= RTYPEWB;
      RTYPEWB: nextstate <= FETCH;
      BEQEX:   nextstate <= FETCH;
      ADDIEX:  nextstate <= ADDIWB;
      ADDIWB:  nextstate <= FETCH;
      JEX:     nextstate <= FETCH;
      default: nextstate <= 4'bx;  
    endcase
  assign {pcwrite, memwrite, irwrite, regwrite, 
          alusrca, branch, iord, memtoreg, regdst,
          alusrcb, pcsrc, aluop} = controls;
  always_comb
    case(state)
      FETCH:   controls <= 15'h5010;
      DECODE:  controls <= 15'h0030;
      MEMADR:  controls <= 15'h0420;
      MEMRD:   controls <= 15'h0100;
      MEMWB:   controls <= 15'h0880;
      MEMWR:   controls <= 15'h2100;
      RTYPEEX: controls <= 15'h0402;
      RTYPEWB: controls <= 15'h0840;
      BEQEX:   controls <= 15'h0605;
      ADDIEX:  controls <= 15'h0420;
      ADDIWB:  controls <= 15'h0800;
      JEX:     controls <= 15'h4008;
      default: controls <= 15'hxxxx;  
    endcase
endmodule
```

## /design/flow/run.sh

```bash
#!/bin/bash
# OpenROAD 26Q1-2900-gdf79404cd8, Yosys 0.63+post, stock flow scripts
make -C /OpenROAD-flow-scripts/flow DESIGN_CONFIG=/design/flow/config.mk WORK_HOME=/design/flow/orfs finish
```

==> results.toml <==
# generated from flow reports
[hold_path]
min-delay-path-class = "input pin to asynchronous set/reset pin"

[final_timing]
min_period_ns = 1.91
timing.final.ws_setup_ns = -0.210
max_freq_ghz = 0.523
grt_setup_unrepaired = "yes"
finalMaxSlewViolations = 0
worst_pin_slew_ns = 0.333
finalHoldViolCount = 0
setup_violations = 8
period_used_share = 1.12
fin_worst_skew_ns = 0.00255
max-slew-margin-rel = 0.775

[die]
fp.dieW_microns = 80
die_y_microns = 80
core.rowCount = 21
die_area_sq_mm = 0.00640
io_pins = 30
coreArea_sq_mm = 0.00342
fp_util = 0.155

[global_routing]
grt_start_max_net_pins = 10
overflow = 0
grt_pass1_wl_mm = 3.33
antenna_found_initial = 0
first_global_vias = 724
grt_usage = 0.0619

[yosys]
ys_cells = 68
synth_flops = 4
ys_async_sr_fraction = 1.00
ys_seq_frac = 0.189
yosysMostFrequentCell = "inv_1"
top_cells_by_area = "dfrtp_1 (19%), ha_1 (9.5%), and2_1 (5.9%)"
syn_area_sq_um = 529
ys_top_cells_by_count = "inv_1 (8), and2_1 (5), nor2_1 (5)"
synthCells = 68
yosysWarnings = 2
edf_count = 0
post-synth-top-area-cell = "dfrtp_1"
top_area_frac = 0.189
yosys_area_sq_um = 529
synth_cell_type_count = 33
avgSynthCellArea_sq_um = 7.78
flop_cell = "dfrtp_1"

[cts]
clock_sinks = 4
clk_pin_slew_ns = 0.04
clkLatencyLatePin_ns = 0.24
cts_made_buffers = 3
cts_tree = "done"
clockBufferDepth = 2
ctsHoldBuffers = 0
htreeDepth = 1
cts_root_buffer = "clkbuf_4"

[detailed_routing]
detail_route.wl_per_cell_microns = 12.0
antennaDiodeCount = 0
wirelength_mm = 2.02
drcViolationCount = 0
via_per_inst = 4.17
drtIter0Drc = 5
vias = 701
first_pass_iters = 4
final_antenna_net_count = 0

[critical_path]
slowest_delay_ns = 0.47
cp.required_ns = 1.36
crit_arrival_ns = 1.57
worstPathCellList = "inv_2, ha_4, nand4b_4, or4b_1, buf_2"
cp_top_family = "simple AND/OR/NAND/NOR gates"
path_buffers = 2
cp_slowest_cell = "or4b_1"
cp_max_fo = 3
worst-setup-path-type = "flip-flop to output port"
start_kind = "flip-flop"
cp-end-kind = "output port"

[pwr]
p_int_w = 0.000946
p_leak_nw = 0.580
p_comb_frac = 0.801
powerDensity_mw_per_mm2 = 1290
p_seq_frac = 0.121
clockPowerShare = 0.078
switchingPower_w = 0.000573
p_sw_frac = 0.377
peakVddDrop_v = 0.000402

[placed_design]
place_area_sq_um = 982
routabilityCongestion = 0.789
io_buffer_count = 29

[layout]
top_register = "md.state"
area_growth_pct = 123
final_cell_area_sq_mm = 0.00118
largest_register_ffs = 4
finish.utilization = 0.345
fillers = 340
largestRegisters = "md.state (4)"
drive_above_1_share = 0.492

[outcome]
status = "complete, but fails checks"
violations = "setup timing"

[flow_run]
warning_count = 30
maxCapViolCount = 0
power groups by stage:
| stage | registers, W | logic [W] | clock network, W |
|---|---|---|---|
| CTS | 0.000181 | 0.00112 | 0.000125 |
| global route | 0.000191 | 0.00135 | 0.000131 |
| finish | 0.000184 | 0.00122 | 0.000118 |
metrics by stage:
stage / std cells / total power, W / hold slack [ns] / setup WS [ns] / setup TNS [ns]
6_report: 168 / 0.00152 / 0.286 / -0.210 / -0.888
3_5_place_dp: 157 / 0.00117 / 0.541 / -0.499 / -2.17
3_3_place_gp: 157 / 0.00117 / 0.536 / -0.488 / -2.15
4_1_cts: 167 / 0.00143 / 0.287 / -0.216 / -1.91
2_1_floorplan: 68 / 0.000582 / 0.106 / 0.103 / 0
5_1_grt: 168 / 0.00167 / 0.302 / -0.267 / -1.37
logic make-up (layout without fill, tap and decap cells):
logic type	Yosys count	in the layout	synth area share
flops	4	4	0.189
fa+ha+maj	4	4	0.0946
buf+inv	11	65	0.0993
simple gates	31	31	0.383
compound gates	16	16	0.201
xor+xnor	2	2	0.0331
placed cells by master (no fill, tap or decap), types with 2 or more instances in the layout:
cell and n:
dlymetal6s2s_1 2, and2_4 2, a31oi_1 2, clkdlybuf4s15_1 3, and2_1 3, a21oi_1 4, clkdlybuf4s50_1 12, nor2_1 3
nor3_1 3, ha_4 4, buf_4 19, dlygate4sd2_1 4, inv_2 2, clkbuf_4 3, buf_6 6, buf_2 4
dfrtp_1 3, o21ai_0 3, nor4_1 2, nor2_2 2, inv_1 5, clkbuf_2 4
final timing paths:
kind                                        from                     to  slack [ns]  cells after the start
hold / removal                             reset  md.state[3]$_DFF_PP0_        0.29                      2
setup / recovery           md.state[0]$_DFF_PP0_          alucontrol[1]       -0.21                      5
hold reg to reg            md.state[2]$_DFF_PP0_  md.state[0]$_DFF_PP0_        0.75                      3
min in group clk0          md.state[2]$_DFF_PP0_  md.state[0]$_DFF_PP0_        0.75                      3
setup reg to reg           md.state[1]$_DFF_PP0_  md.state[2]$_DFF_PP0_        0.14                      7
max in group asynchronous                  reset  md.state[1]$_DFF_PP0_        1.25                      2
repair_timing:
item | in CTS | in global routing
setup buffers | 7 | 3
gates resized | 45 | 28
setup endpoints to repair | 15 | 16
pin swaps | 5 | 6
routing by layer:
metal | GRT usage | vias to the layer above | routed length [microns]
met2 | 0.0987 | 24 | 872
met3 | 0.0239 | 0 | 186
met1 | 0.0787 | 317 | 964
met4 | 0.00880 | 0 | 0
li1 | - | 360 | -
met5 | 0 | - | 0
cell type report:
type                            count  area (sq um)  share of cell area
Sequential cell                     4           101              0.0860
Clock buffer                        3          22.5              0.0191
Tap cell                           46          57.6              0.0488
Inverter                            8          32.5              0.0276
Timing Repair Buffer               54           460               0.391
Multi-Input combinational cell     53           504               0.428
Power figures rest on the tool's default switching activity, not on a simulated workload.
