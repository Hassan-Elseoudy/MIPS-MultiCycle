$ cat ./run.sh
#!/bin/bash
# OpenROAD 26Q1-2900-gdf79404cd8, Yosys 0.63+post, stock flow scripts
make -C /OpenROAD-flow-scripts/flow DESIGN_CONFIG=/design/flow/config.mk WORK_HOME=/design/flow/orfs finish
$ cat ./config.mk
export PLATFORM = sky130hd
export DESIGN_NAME = regfile
export DESIGN_NICKNAME = regfile
export VERILOG_FILES = /design/flow/design.v
export SDC_FILE = /design/flow/constraint.sdc
export NUM_CORES = 4
export LEC_CHECK = 1
export CORE_UTILIZATION = 50
$ cat ./design.v
module regfile(	input logic clk,
		input logic we3,
		input logic [4:0] ra1, ra2, wa3,
		input logic [31:0] wd3,
		output logic [31:0] rd1, rd2);
	logic [31:0] rf[31:0];
	always_ff @(posedge clk) 
		if (we3)
			rf[wa3] <= wd3;
	assign rd1=(ra1 !=0) ? rf[ra1] : 0;
	assign rd2=(ra2 !=0) ? rf[ra2] : 0; 
endmodule
$ cat ./constraint.sdc
current_design regfile

set clk_period 9.9
set clk_io_pct 0.2

create_clock -name clk0 -period $clk_period [get_ports {clk}]

set non_clock_inputs [all_inputs -no_clocks]
set_input_delay [expr $clk_period * $clk_io_pct] -clock clk0 $non_clock_inputs
set_output_delay [expr $clk_period * $clk_io_pct] -clock clk0 [all_outputs]
==> impl.org <==
#+TITLE: Physical design notes

** Placed design
- Summing all placed instances gives a cell area of approximately 50000 um2.
- Post-detail-place hpwl :: ~89000 um
- In this run the tool buffered the top-level ports with 112 buffer cells.
- Placer's final routability congestion estimate :: 0.917

** Global route
- Met2 Usage GRT :: 0.493
- The first global-routing pass estimated between 200000 and 250000 um of wire.
- Recorded from the global router log, the overflow total was 0.
- For this run, global-route usage on met1 was measured as 0.428.
- GR Util All Layers :: 0.364
- GR Util met3 :: 0.325
- GRT Max-Usage Layer :: met2
- Entering global routing, the biggest net connects about 80 pins.
- The initial antenna violation count came to 5.
- Via count of the first global-routing pass :: 30024

** Routing
- Ratio of routed vias to standard cells :: 6.83
- Detailed Route WL :: 150000 um
- DR pass1 iterations :: 5
- Detailed-route iteration 0 reported a violation count of 1711.
- Routed length per instance :: 38.3 um
- Nets still carrying antenna violations after routing amount to 0.
- The routed layout has 26700 vias.
- Residual DRC :: 0

** Logic synthesis
- Number of distinct library cells after synthesis :: 40
- Ys async rst share :: 0
- Avg Cell Area, Syn :: 19.6 um2
- Count of library flops with an enable pin :: 1024
- In the synthesized netlist the dominant register cell turns out to be sky130_fd_sc_hd__edfxtp_1.
- Yosys reports a chip area of 47000 um2.
- Combined area of all synthesized cells :: 47000 um2
- Synth Instances :: 2400
- Ys cells :: 2400
- Of the synthesized area, sequential elements account for 0.655.
- In this run, synthesis produced a sequential element count of 1024.
- Warnings from Yosys :: 1

** Setup path
- Setup crit end kind :: output port
- Master of the slowest instance on the critical path :: sky130_fd_sc_hd__nor3_1
- The critical path endpoint has a required time of 7.92 ns.
- STA lists the maximum fanout along the critical path as 22.
- CP Cell Sequence :: clkdlybuf4s50_1 -> or3b_2 -> buf_4 -> buf_4 -> o22ai_1 -> a2111oi_0 -> nor3_1 -> buf_4 -> clkdlybuf4s50_1
- The kind of cell with the highest combined delay along the critical path is buffers and inverters.
- The worst setup path is launched from a primary input.
- Cell with the most instances on the worst path :: sky130_fd_sc_hd__buf_4
- According to the timing report, the arrival time at the worst endpoint equals 6.24 ns.
- Crit Path Class :: in -> out
- Crit-path max cell delay :: 0.94 ns
- Number of buffers and inverters on the critical path :: 5

** Hold path
- The worst hold path was traced through 2 stages.
- The endpoint of the worst hold path is reported as rf[22][23]$_DFFE_PP_.
- Type of the worst min-delay path :: in -> reg
- Per the hold report, the tightest min-delay path originates at wd3[23].

** Die
- CORE AREA :: 93200 um2
- The die covers 95200 um2.
- Die Y-Extent :: slightly above 300 um
- The die is 308 um wide.
- Pin placement for this block handled 113 I/O pins.
- The floorplan has 112 rows.
- Pre-Place Util :: 0.504

** Final timing
- Number of hold violations in the final report :: 0
- Minimum clock period :: approximately 8.2 ns
- Looking at the max-slew report, the worst-margin pin has a slew of 1.22 ns.
- Max-slew check failures listed in the final report amount to 0.
- Final hold slack :: 2.11 ns
- Total negative slack for setup checks :: 0 ns
- Post-route period utilization is reported as 0.830.
- Fmax achieved :: 122 MHz
- The worst-case max-slew headroom was logged as 0.180.
- Per the finish-stage timing summary, setup violations number 0.
- Setup repair after global routing left no endpoint under its margin.

** Power
- The leakage power in the latest report is 17.4 nW.
- The internal power of the cells totals 7.79 mW.
- Power share of the combinational group :: 0.089
- The share of total power dissipated in the clock network is 0.427.
- Switching power as a share of total power :: 0.222
- The power report puts the net switching power at 2.23 mW.
- The power report attributes to the sequential group a share of 0.484.
- The highest supply drop recorded on VDD is 0.000124 V.
- In this run the power density over the cells is 186 nW/um2.

** Layout
- In the final layout, the multi-input gates occupy about 15000 um2.
- Number of fill cells in the layout :: 6603
- Area grow syn2layout :: 14.7%
- More flip-flops sit in one register than any other, and that register is rf.
- Top flop regs :: rf x1024
- Design area :: 53900 um2
- Of the cells placed in the final design, the portion with a size suffix greater than 1 is 0.296.
- The final report gives the core utilization as 0.578.
- Summing all flip-flop and latch instances after layout gives 30700 um2.
- The register with the most flip-flops in the layout has roughly 1000 of them.

** CTS
- TritonCTS clock tree :: built
- Looking at the post-CTS report, the setup buffer insertion count equals 0.
- Clock root cell :: sky130_fd_sc_hd__clkbuf_16
- Number of resized instances in the post-cts repair step :: 0
- Clock-pin slew on the worst setup and hold paths :: 0.06 ns
- The clock net in this run drives a total of 1024 sinks.
- # hold bufs at CTS :: 0
- Clock tree synthesis inserted a total of around 110 buffers.
- H-tree level count :: 3
- CTS max path bufs :: 3

** Job
- Number of OpenROAD warnings :: 26
- Across the run, the number of max-cap violations was 0.

** Outcome
- Result of the run :: completed
## power by group through the flow
stage / clock [mW] / sequential (mW) / combinational, mW
after CTS: 4.33 / 4.85 / 0.880
final: 4.28 / 4.85 / 0.889
after global routing: 4.48 / 4.85 / 0.939
## cell type report
| type | count | share of cell area |
|---|---|---|
| diodes | 2 | 0.0000929 |
| clock buffers | 128 | 0.0528 |
| clock inverters | 75 | 0.0169 |
| inverters | 25 | 0.00179 |
| multi-input cells | 1150 | 0.286 |
| flip-flops and latches | 1024 | 0.571 |
| well taps | 1254 | 0.0291 |
| repair buffers | 253 | 0.0423 |
## cells in the final DEF (no fill, tap or decap), types with 27 or more instances in the layout
master,netlist,final
sky130_fd_sc_hd__o221ai_1,31,31
sky130_fd_sc_hd__nor2_4,0,33
sky130_fd_sc_hd__buf_4,20,135
sky130_fd_sc_hd__edfxtp_1,1024,1024
sky130_fd_sc_hd__a21oi_1,46,46
sky130_fd_sc_hd__clkbuf_16,0,111
sky130_fd_sc_hd__mux4_2,425,425
sky130_fd_sc_hd__a2111oi_0,31,27
sky130_fd_sc_hd__mux2i_1,183,183
sky130_fd_sc_hd__clkinv_1,0,27
sky130_fd_sc_hd__nand2_1,65,64
sky130_fd_sc_hd__a211oi_1,47,47
sky130_fd_sc_hd__o22ai_1,55,55
sky130_fd_sc_hd__nor3_1,32,32
sky130_fd_sc_hd__a22o_1,62,62
sky130_fd_sc_hd__clkdlybuf4s50_1,0,105
## cell usage after synthesis (8+ instances only)
master	instances	area, um2
sky130_fd_sc_hd__inv_1	25	93.8
sky130_fd_sc_hd__a211o_1	23	201
sky130_fd_sc_hd__buf_4	20	150
sky130_fd_sc_hd__a32o_1	9	90.1
sky130_fd_sc_hd__a21oi_1	46	230
sky130_fd_sc_hd__o221ai_1	31	272
sky130_fd_sc_hd__mux2i_1	183	1830
sky130_fd_sc_hd__mux4_2	425	9570
sky130_fd_sc_hd__a22o_1	62	543
sky130_fd_sc_hd__a2111oi_0	31	272
sky130_fd_sc_hd__mux2_1	19	214
sky130_fd_sc_hd__buf_6	12	135
sky130_fd_sc_hd__nor4_1	9	56.3
sky130_fd_sc_hd__buf_2	58	290
sky130_fd_sc_hd__nand2_1	65	244
sky130_fd_sc_hd__nor3_1	32	160
sky130_fd_sc_hd__edfxtp_1	1024	30700
sky130_fd_sc_hd__clkbuf_1	104	390
sky130_fd_sc_hd__nor2b_1	8	50.1
sky130_fd_sc_hd__o22ai_1	55	344
sky130_fd_sc_hd__a211oi_1	47	353
sky130_fd_sc_hd__and2_1	13	81.3
sky130_fd_sc_hd__a221oi_1	23	201
sky130_fd_sc_hd__nor2_1	35	131
## how the worst max path moves through the flow
stage / startpoint / endpoint / depth (start not counted)
finish: ra2[3] / rd2[1] / 9
global route: ra2[3] / rd2[1] / 9
CTS: ra2[3] / rd2[1] / 9
## logic make-up after synthesis
logic type / synth area share
flip-flops: 0.655
AND/OR/NAND/NOR: 0.0194
multiplexers: 0.249
buffers and inverters: 0.0231
AND-OR/OR-AND: 0.0541
## per-layer routing
| layer | up-vias | routed length [um] | part of all wire |
|---|---|---|---|
| met1 | 13326 | 44000 | 0.29 |
| met3 | 376 | 31300 | 0.21 |
| met5 | - | 971 | 0.0065 |
| li1 | 10761 | - | - |
| met4 | 20 | 6130 | 0.041 |
| met2 | 2217 | 67400 | 0.45 |
## metrics by stage
step                setup slack [ns]  instances  total power [mW]
finish                          1.68       3911              10.0
floorplan                       4.37       2400              5.39
CTS                             1.86       3909              10.1
detailed placement              1.87       3706              5.81
global placement                1.96       3706              5.80
global route                    1.61       3910              10.3
Power figures rest on the tool's default switching activity, not on a simulated workload.
