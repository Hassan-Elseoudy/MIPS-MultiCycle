==> design/flow/design.v <==
module alu(input logic [31:0] a, b,
input logic [2:0] f,
output logic [31:0] y,
output logic zero);
always_comb
begin
case(f)
0 : y = a & b;
1 : y = a | b;
2 : y = a + b;
3 : y = 0;
4 : y = a & ~b;
5 : y = a | ~b;
6 : y = a - b;
7 : begin  
				if (a[31] != b[31]) begin
					if (a[31] > b[31]) begin 
						y = 1;
					end else begin
						y = 0;
					end
				end else begin
					if (a < b)
					begin
						y = 1;
					end
					else
					begin
						y = 0;
					end
				end
			end
endcase
if ( y == 0 ) zero = 1 ;
else zero = 0 ;
end
endmodule
==> design/flow/run.sh <==
#!/bin/bash
# OpenROAD 26Q1-2900-gdf79404cd8, Yosys 0.63+post, stock flow scripts
make -C /OpenROAD-flow-scripts/flow DESIGN_CONFIG=/design/flow/config.mk WORK_HOME=/design/flow/orfs finish
==> design/flow/config.mk <==
export PLATFORM = sky130hd
export DESIGN_NAME = alu
export DESIGN_NICKNAME = alu
export VERILOG_FILES = /design/flow/design.v
export SDC_FILE = /design/flow/constraint.sdc
export NUM_CORES = 4
export LEC_CHECK = 1
export CORE_UTILIZATION = 50
==> design/flow/constraint.sdc <==
current_design alu

set clk_period 22.2
set clk_io_pct 0.2

create_clock -name clk0 -period $clk_period

set non_clock_inputs [all_inputs -no_clocks]
set_input_delay [expr $clk_period * $clk_io_pct] -clock clk0 $non_clock_inputs
set_output_delay [expr $clk_period * $clk_io_pct] -clock clk0 [all_outputs]
==> metrics.cfg <==
[global_route]
antenna_found_initial=0
grt_first_pass_wirelength_mm=31.21
grt_max_degree=49
overflow=0
first_global_vias=5854
grtUsageTotal_pct=36.19

[synthesis]
syn_avg_cell_area_um2=6.458
yosysChipArea_um2=5199
yosysWarnings=1
syn_area_um2=5199
yosysCellCount=805
largest_area_cell=ha_1
synthTopCellsByArea=ha_1 (15%), a21oi_1 (10%), nor2_1 (5.8%)
synth_top_area_share_pct=15.16
synth_cell_types=82
synth_cells=805
ys_seq_share_pct=0

[drt]
dr.pass1.iters=6
wl_per_cell_um=19.80
ant_nets=0
antennaDiodeCount=0
vias=6538
routed_wl_mm=19.78
drc=0
viasPerCell=6.545
drt_iter0_markers=714

[pwr]
irDropWorstVdd_mv=0.01732
p_per_area_nw_per_um2=28.20
leakage_nw=2.524

[floorplanning]
pin_count=100
fp.dieW_um=104.0
fp-utilization_pct=52.46
rows=36
die_h_um=104.0
core_area_um2=9910
dieArea_um2=10810

[sta]
tightest_slew_ns=0.9876
min_period_ns=14.04
fin_hold_ws_ns=9.948
hold_violations=0
rsz0062_at_grt=false
finalCritPeriodShare_pct=63.26
drv_slew=0
tns_ns=0
relSlewSlack_pct=32.46
setup_violations=0
fmax_mhz=71.21

[worst_setup_path]
required_ns=17.76
crit_path_end_kind=primary output
crit_path_top_delay_cell=a2111oi_0
path_class=input pin to primary output
crit_arrival_ns=9.60
cpPeakStageDelay_ns=0.90
path_cells=clkdlybuf4s50_1, inv_1, ha_1, inv_2, a21oi_1, o31ai_2, o31ai_2, a2111oi_0, o31ai_1, xnor2_1, a2111oi_0, nand4bb_1, or4_1, nor3_2, clkdlybuf4s50_1
worst_setup_path_start_kind=input pin
crit_fanout=10

[hold_path]
hp-class=input pin to primary output
min_path_cells=4

[cells_and_area]
nClkBuffers=0
logic_area_um2=4691
syn_to_final_growth_pct=18.84
ff_latch_area_um2=0
drive_above_1_share_pct=4.850
fillers=907
ff_count=0
fin_util_pct=62.35

[placement]
portBuffers=100
gp_congestion=1.060
hpwl_mm=15.42

[job]
cap_violations=0
warnings=64

[cts]
postCtsSetupRepairBufs=0
hold_buffers=0
post_cts_resized=0

[outcome]
status=completed

[power by group]
group          internal, mW  switching [mW]  total [mW]
Combinational        0.0743           0.100       0.174
Clock                     0               0           0
Sequential                0               0           0
[layout make-up]
cell class         instances  share of cell area (%)
repair buffers           108                   17.01
multi-input cells        686                   75.92
well taps                133                   2.693
inverters                 72                   4.374
[cells in the mapped netlist, types with 16 or more instances]
cell type,number
a21oi_1,105
nor2_1,81
ha_1,63
inv_1,61
nand2_1,49
xnor2_1,30
o21ai_0,26
o22ai_1,26
nor3_1,20
o31ai_1,19
clkbuf_1,18
a31oi_1,17
buf_2,16
nand4_1,16
[cells by family (layout without fill, tap and decap cells)]
| logic type | Yosys count | count (layout) | share of synthesized area, % |
|---|---|---|---|
| AOI/OAI and AO/OA | 321 | 321 | 41.69 |
| and+or+nand+nor | 250 | 250 | 23.95 |
| muxes | 4 | 4 | 0.7942 |
| xor gates and xnor gates | 41 | 41 | 6.907 |
| buffers and inverters | 119 | 180 | 9.771 |
| adders and majority gates | 70 | 70 | 16.90 |
[routing by layer]
layer	vias to the layer above	share of wire [%]	track usage, %	wire [um]
li1	3142	-	-	-
met1	2944	45	53.68	8802
met2	394	40	53.14	7937
met3	58	12	7.977	2434
met4	0	3.1	7.857	604
met5	-	0	0	0
[stage by stage]
step                setup WS, ns  cells  total power, mW  instance area [um2]
floorplan                  10.27    805           0.1090                 5199
global placement           8.186    999           0.1696                 6178
detailed placement         8.310    999           0.1694                 6178
CTS                        8.282    999           0.1706                 6178
global route               7.843    999           0.1887                 6178
finish                     8.157    999           0.1742                 6178
[worst max-delay path: cells and delay by family]
kind	cells	cell delay [ns]
compound gates	6	2.43
xor+xnor	1	0.17
fa+ha+maj	1	0.42
buf+inv	4	1.20
simple gates	3	0.93
[worst paths after layout]
kind	slack [ns]	endpoint	from
worst min-delay path	9.95	y[31]	a[31]
worst max-delay path	8.16	zero	b[6]
[cell usage in the layout, fill, tap and decap left out, types with 5 or more instances in the layout]
cell type        Yosys  routed
o31ai_1             19      19
inv_1               61      61
or3_1                5       5
maj3_1               5       5
nor3_1              20      20
ha_1                63      63
nand2_1             49      49
nor2_1              81      81
a31oi_1             17      17
a21o_1              15      15
xor2_1              11      11
a21oi_1            105     105
nand3_1             15      15
o22ai_1             26      26
nor2b_1              8       8
buf_4                5       8
o21bai_1             8       8
a211oi_1            12      12
nand4_1             16      16
nand2b_1            11      11
o21ai_0             26      26
clkdlybuf4s50_1      0      98
xnor2_1             30      30
inv_2               10      10
a2111oi_0            6       6
nor4_1              14      14
o211ai_1             6       6
o21ai_1              8       8
o21a_1               8       8
a211o_1              6       6
and3_1               6       6
Power and IR drop assume default switching activity.
